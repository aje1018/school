--- /design/flow/config.mk ---
export PLATFORM = sky130hd
export DESIGN_NAME = SSD
export DESIGN_NICKNAME = SSD
export VERILOG_FILES = /design/flow/design.v
export SDC_FILE = /design/flow/constraint.sdc
export NUM_CORES = 4
export LEC_CHECK = 1
export CORE_AREA = 10 10 112 112
export DIE_AREA = 0 0 122 122
--- /design/flow/constraint.sdc ---
current_design SSD

set clk_period 5.2
set clk_io_pct 0.2

create_clock -name clk0 -period $clk_period [get_ports {clk}]

set non_clock_inputs [all_inputs -no_clocks]
set_input_delay [expr $clk_period * $clk_io_pct] -clock clk0 $non_clock_inputs
set_output_delay [expr $clk_period * $clk_io_pct] -clock clk0 [all_outputs]
--- /design/flow/design.v ---
`timescale 1ns / 1ps
module SSD(
    input [3:0] in0,
    input [3:0] in1,
    input [3:0] in2,
    input [3:0] in3,
    input [3:0] in4,
    input [3:0] in5,
    input [3:0] in6,
    input [3:0] in7,
    input clk,
    output [3:0] AN,
    output [6:0] SSD
    );
    wire slow_clock;
    wire [3:0] decode;
    wire [2:0] select;
    decoder D1(.in(decode), .ss(SSD));
    mux_8to1 M81(.in0(in0),
    .in1(in1),
    .in2(in2),
    .in3(in3),
    .in4(in4),
    .in5(in5),
    .in6(in6),
    .in7(in7),
    .sel(select),
    .out(decode));
    clock_divider CL1(.clk_in(clk), .clk_out(slow_clock));
    three_bit_counter TBC1(.clk(slow_clock), .reset(), .out(select));
    anode_decoder AD1(.in(select), .AN(AN));
endmodule
`timescale 1ns / 1ps
module anode_decoder(
    input [2:0] in,
    output [3:0] AN
    );
    assign AN[0] = ~(~in[2] & ~in[1] & ~in[0]);
    assign AN[1] = ~(~in[2] & ~in[1] & in[0]);
    assign AN[2] = ~(~in[2] & in[1] & ~in[0]);
    assign AN[3] = ~(~in[2] & in[1] & in[0]);
endmodule
`timescale 1ns / 1ps
`timescale 1ns / 1ps
module clock_divider(input clk_in, output reg clk_out);
  localparam DIV = 10000;  
  reg [31:0] count = 32'b0;
  always @(posedge clk_in) begin
    if (count == DIV - 1) 
      clk_out <= ~clk_out;
    else 
      clk_out <= clk_out;
  end
  always @(posedge clk_in) begin
    if (count == DIV - 1) 
      count <= 32'b0;
    else
      count <= count + 1;
  end
endmodule
`timescale 1ns / 1ps
`timescale 1ns / 1ps
module decoder(input [3:0] in, output reg [6:0] ss);
  always @(in) begin
    case (in)
      4'd0: ss = 7'b1000000;
      4'd1: ss = 7'b1111001;
      4'd2: ss = 7'b0100100;
      4'd3: ss = 7'b0110000;
      4'd4: ss = 7'b0011001;
      4'd5: ss = 7'b0010010;
      4'd6: ss = 7'b0000010;
      4'd7: ss = 7'b1111000;
      4'd8: ss = 7'b0000000;
      4'd9: ss = 7'b0011000;
      default: ss = 7'b0000110;  
    endcase
  end
endmodule
`timescale 1ns / 1ps
module mux_8to1(
    input [3:0] in0,
    input [3:0] in1,
    input [3:0] in2,
    input [3:0] in3,
    input [3:0] in4,
    input [3:0] in5,
    input [3:0] in6,
    input [3:0] in7,
    input [2:0]sel,
    output [3:0] out
    );
    assign out = (sel == 0) ? in0 : (sel == 1) ? in1 : (sel == 2) ? in2 : (sel == 3) ? in3 : (sel == 4) ? in4 : (sel == 5) ? in5 : (sel == 6) ? in6 : in7;
endmodule
`timescale 1ns / 1ps
module three_bit_counter(
    input clk,
    input reset,
    output reg [2:0] out
    );
    always @(posedge clk) begin
        if (reset == 7)
            out <= 0;
        else
            out <= out + 1;
    end
endmodule
--- /design/flow/run.sh ---
#!/bin/bash
# OpenROAD 26Q1-2900-gdf79404cd8, Yosys 0.63+post, stock flow scripts
make -C /OpenROAD-flow-scripts/flow DESIGN_CONFIG=/design/flow/config.mk WORK_HOME=/design/flow/orfs finish
==> reports/results.tsv <==
metric	value	unit
Post-CTS Setup Repair Bufs	0	
final wirelength	5170	um
Die Ht	122	um
PortBufs	43	
register pins left without a clock	3	
Fin. Hold Viols	0	
global-route wire length before repair	8710	um
Slew HR	51.5	%
H-tree depth	2	
tool warnings	31	
total of max-cap violations	0	
Dominant cell area share	31.7	%
hpwl dp	3860	um
P_leak	0.986	nW
FMAX	226	MHz
required time of the critical path	4160	ps
Final TNS setup	0	ps
CORE AREA	10200	um2
CTS tree	yes	
Dominant flop cell	dfxtp_1	
endpoints left unconstrained	7	
YS chip area	2210	um2
min Tclk post-route	4420	ps
sequential area share after synthesis	33.0	%
Crit path arrival time	3380	ps
cell type with the largest total area	dfxtp_1	
startpoint types	input port	
Tightest Pin Transition	727	ps
count of pins over their slew limit	0	
placed instance area	2740	um2
pwr dens	166	nW/um2
number of cells in Yosys stat	253	
Min Hold Slack	456	ps
DR pass1 iterations	4	
Core Rows	37	
Avg Vias per Cell	4.33	
Die ar.	14900	um2
Netlist Area Pre-Place	2210	um2
floorplan utilization	21.6	%
status	complete, no violations	
Final Cell Area	2820	um2
remaining global-route overflow	0	
Synthesis Warnings	3	
DR top layer	met4	
root buffer cell	clkbuf_8	
Tcrit/Tclk final	84.9	%
DIE WIDTH	122	um
EDFF count, synth	1	
fraction of layout cells with a size suffix above 1	7.14	%
Avg Cell Area, Syn	8.75	um2
Mapped Cells	253	
hold buffers post-CTS	0	
WHS Path Cells	1	
critical-path maximum fanout	5	
commonest cells in the netlist	dfxtp_1 (35), nand2_1 (22), nor2_1 (22)	
gr usage total	6.99	%
Flops after synth	36	
crit end category	output port	
cts bufs inserted	5	
largest net degree at the start of global routing	21	
GPL Wtd Cong	0.836	
post-CTS resize count	0	
Latency at later pin	280	ps
Worst VDD drop	187	uV
Initial DRC Count	144	
Synth top cell by count	dfxtp_1	
async set-reset flop share out of synthesis	0	%
Layout area overhead	27.5	%
vias in the first global route	1802	
clock buffer depth	2	
DRC errors left	0	
met2 WL	1800	um
Yosys cell types	53	
class of the worst hold path	flop to flop	
vias	1864	
CTS clk-pin slew, worst paths	60	ps
met3 routed WL	421	um
kind of critical path	input port to output port	
initial antenna violation count	0	
Routed Antenna Nets	0	
Boundary Pins	44	
RSZ-0062 raised after global routing	false	
diode count	0	
Routed wire per std cell	12.0	um
Power, Total	0.468	mW
r2r worst-path depth	7	
Final setup viols	0	
Top cells by area	dfxtp_1 (32%), xnor2_1 (6.7%), ha_1 (5.7%)	
Worst Skew	6.11	ps
M1 wire length	2900	um
-- metal layers --
layer	vias to the layer above	GRT usage, %
li1	978	-
met4	0	0.671
met1	819	11.5
met3	8	1.69
met2	59	9.19
met5	-	0
-- where the power goes --
group | internal (mW) | switching (mW) | total [mW] | leakage, nW
Clock | 0.0950 | 0.0874 | 0.182 | 0.0395
Combinational | 0.0244 | 0.00768 | 0.0321 | 0.653
Sequential | 0.254 | 0 | 0.254 | 0.293
Total | 0.373 | 0.0951 | 0.468 | 0.986
-- area by class of cell --
class                           count  area, um2
Fill cell                        1072       7410
Multi-Input combinational cell    194       1360
Sequential cell                    36        731
Timing Repair Buffer               43        430
Tap cell                          136        170
Clock buffer                        8       80.1
Inverter                           13       48.8
-- logic make-up (layout without fill, tap and decap cells) --
kind of cell | after synthesis | after routing | share of synthesized area, %
and+or+nand+nor | 112 | 112 | 27.6
AOI/OAI and AO/OA | 43 | 43 | 16.6
DFF | 36 | 36 | 33.0
xor gates and xnor gates | 27 | 27 | 10.7
buffers and inverters | 23 | 64 | 5.48
adders and majority gates | 10 | 10 | 5.65
muxes | 2 | 2 | 0.961
-- worst max-delay path, stage by stage --
cell,delay (ps)
clkdlybuf4s50_1,410
a21o_1,180
a2111oi_4,320
o22ai_2,150
a21oi_4,250
inv_1,90
ha_1,210
inv_1,50
mux2i_1,50
o21ai_1,130
clkdlybuf4s50_1,480
-- state kept, by name, summed over array words and instances, names as in the netlist --
| register | flops |
|---|---|
| CL1.clk_out | 1 |
| CL1.count | 32 |
| TBC1.out | 3 |
-- final timing paths --
check | slack (ps) | to | start
min | 460 | CL1.count[31] | CL1.count[31]
min reg2reg | 460 | CL1.count[31] | CL1.count[31]
max | 780 | SSD[4] | in5[1]
max reg2reg | 3190 | CL1.count[28] | CL1.count[0]
-- through the flow --
stage	instances	worst slack [ps]	utilization, %
2_1_floorplan	253	1840	-
3_3_place_gp	422	821	26.8
4_1_cts	430	771	27.6
3_5_place_dp	422	778	26.8
6_report	430	783	27.6
5_1_grt	430	596	27.6
-- placed cells by master, fill, tap and decap left out, types with 2 or more instances in the layout --
cell type | Yosys | layout
nand2_1 | 22 | 22
xor2_1 | 10 | 10
clkbuf_8 | 0 | 5
nand2_2 | 2 | 2
nor2_1 | 22 | 22
nor4_1 | 7 | 7
inv_1 | 13 | 13
o21ai_0 | 7 | 7
nor3_1 | 4 | 4
a22o_1 | 2 | 2
ha_1 | 10 | 10
nand2b_1 | 4 | 4
nand4_1 | 8 | 8
o211ai_1 | 4 | 4
clkdlybuf4s50_1 | 0 | 43
a211oi_1 | 3 | 3
and4_1 | 3 | 3
and3_1 | 5 | 5
clkbuf_1 | 0 | 3
a21oi_1 | 8 | 8
xnor2_1 | 17 | 17
nand3_1 | 16 | 16
dfxtp_1 | 35 | 35
a221oi_1 | 3 | 3
nor2b_1 | 7 | 7
a2111oi_4 | 2 | 2
a31oi_1 | 3 | 3
No activity file was given, so power comes from the tool's default toggle rates.
